`flow/design.v`:
```
module fifo #(
    parameter DATA_WIDTH = 8,
    parameter DEPTH = 8
)(
    input  logic                    clk,
    input  logic                    rst_n,
    input  logic                    wr_en,
    input  logic [DATA_WIDTH-1:0]   data_in,
    input  logic                    rd_en,
    output logic [DATA_WIDTH-1:0]   data_out,
    output logic                    full,
    output logic                    empty,
    output logic [$clog2(DEPTH):0]  count
);
    localparam PTR_WIDTH = $clog2(DEPTH);
    localparam [PTR_WIDTH-1:0] PTR_MAX = DEPTH - 1;
    logic [DATA_WIDTH-1:0] memory [0:DEPTH-1];
    logic [PTR_WIDTH-1:0] wr_ptr;
    logic [PTR_WIDTH-1:0] rd_ptr;
    logic [$clog2(DEPTH):0] count_reg;
    assign full  = (count_reg == DEPTH);
    assign empty = (count_reg == 0);
    assign count = count_reg;
    assign data_out = memory[rd_ptr];
    always_ff @(posedge clk or negedge rst_n) begin
        if (!rst_n) begin
            wr_ptr <= '0;
        end else if (wr_en && !full) begin
            memory[wr_ptr] <= data_in;
            wr_ptr <= (wr_ptr == PTR_MAX) ? '0 : wr_ptr + 1'b1;
        end
    end
    always_ff @(posedge clk or negedge rst_n) begin
        if (!rst_n) begin
            rd_ptr <= '0;
        end else if (rd_en && !empty) begin
            rd_ptr <= (rd_ptr == PTR_MAX) ? '0 : rd_ptr + 1'b1;
        end
    end
    always_ff @(posedge clk or negedge rst_n) begin
        if (!rst_n) begin
            count_reg <= '0;
        end else begin
            case ({wr_en && !full, rd_en && !empty})
                2'b10:   count_reg <= count_reg + 1;   
                2'b01:   count_reg <= count_reg - 1;   
                default: count_reg <= count_reg;       
            endcase
        end
    end
endmodule
```
`flow/run.sh`:
```
#!/bin/bash
# OpenROAD 26Q1-2900-gdf79404cd8, Yosys 0.63+post, stock flow scripts
make -C /OpenROAD-flow-scripts/flow DESIGN_CONFIG=/design/flow/config.mk WORK_HOME=/design/flow/orfs finish
```
`flow/constraint.sdc`:
```
current_design fifo

set clk_period 4.5
set clk_io_pct 0.2

create_clock -name clk0 -period $clk_period [get_ports {clk}]

set non_clock_inputs [all_inputs -no_clocks]
set_input_delay [expr $clk_period * $clk_io_pct] -clock clk0 $non_clock_inputs
set_output_delay [expr $clk_period * $clk_io_pct] -clock clk0 [all_outputs]
```
`flow/config.mk`:
```
export PLATFORM = sky130hd
export DESIGN_NAME = fifo
export DESIGN_NICKNAME = fifo
export VERILOG_FILES = /design/flow/design.v
export SDC_FILE = /design/flow/constraint.sdc
export NUM_CORES = 4
export LEC_CHECK = 1
export CORE_UTILIZATION = 30
```
==> impl_metrics.ini <==
; yosys + openroad results
[floorplanning]
fp_util = 0.312
chipArea_um2 = 11200
fp.dieH_um = 106
coreArea_um2 = 10400
die_width_um = 106
io_pins = 26
rows = 37

[final_timing]
worst_pin_slew_ns = 0.653
fmax_mhz = 247
hold_violations = 0
final.setup_skew_ns = 0.0122
relSlewSlack = 0.564
min_period_ns = 4.04
min_period_over_period = 0.899
whs_ns = 0.561
rsz0062_at_grt = false
final.setup.tns_ns = 0
drv_slew = 0
setup_viol = 0

[detailed_routing]
drc = 0
vias_per_cell = 4.75
wl_per_cell_um = 16.3
drt-initial-drc-count = 67
vias = 1811
routed_wl_um = 6220
firstDrtPassIters = 4
ant_nets = 0
n_antenna_cell = 0

[yosys]
yosysChipArea_um2 = 3230
synth_area_um2 = 3230
area_leaders = edfxtp_1 59%, dfrtp_1 7.7%, ha_1 5.8%, mux2_2 5.2%, a221oi_1 2.2%
yosys_warnings = 2
top_area_frac = 0.595
ys_seq_elements = 74
synth.largest_area_cell = edfxtp_1
ys_seq_share = 0.672
synthArstFlopShare = 0.135
edf_count = 64
yosysUniqueCellTypes = 39
syn_avg_cell_area_um2 = 15.2
postSynthCellCount = 213
yosys_cells = 213
ff_type = edfxtp_1

[worst_setup_path]
r2r-end = count_reg[3]
r2r_start = count_reg[1]
ff2ff_path_depth = 7
cp_max_fo = 11
r2r_slack_ns = 1.69
worstPathArrival_ns = 3.14
worstPathRequired_ns = 3.60
cp-start-kind = flop
path_class = reg -> out
end_kind = primary output

[clocking]
cts_sinks = 74
postCtsSetupRepairBufs = 0
clock_latency_ns = 0.35
root_buffer = clkbuf_8
cts_buffers = 9
hold_buffers = 0
cts.repair.resized = 0
clockBufferDepth = 2
htree_levels = 3
path_clk_slew_ns = 0.08
cts_tree = yes

[layout]
area_growth_pct = 17.8
drive_above_1_share = 0.155
fill_cells = 975
largest_reg_flops = 64

[grt]
grt_pass1_vias = 1854
grt_start_max_net_pins = 17
grt_pass1_wl_um = 9650
antenna_found_initial = 0
grt_overflow = 0
track_usage = 0.121

[power]
irDropWorstVdd_mv = 0.181
switching_power_uw = 729
pwr-share-seq = 0.403
cellPowerDensity_nw_per_um2 = 600
power_frac_clock = 0.223
power.leakage_nw = 1.34
combPwrFrac = 0.374
switching_share = 0.319
intPower_mw = 1.55

[worst_hold_path]
min_path_cells = 1
min_from = wr_ptr[1]
hold_path.class = reg -> reg
holdPathEnd = wr_ptr[1]

[placed_design]
port_buffers = 25
gp_congestion = 0.750
dpl.hpwl_um = 4000

[job]
log.warning_count = 33
maxCapViolCount = 0

[run_status]
outcome = finished clean
[through the flow]
| stage | power, mW | cells | setup WS, ns | util | area, µm² |
|---|---|---|---|---|---|
| floorplan | 1.42 | 213 | 1.29 | - | 3230 |
| global placement | 1.80 | 365 | 0.827 | 0.348 | 3610 |
| detailed placement | 1.81 | 365 | 0.798 | 0.348 | 3610 |
| CTS | 2.32 | 381 | 0.399 | 0.367 | 3810 |
| global route | 2.45 | 381 | 0.211 | 0.367 | 3810 |
| finish | 2.28 | 381 | 0.456 | 0.367 | 3810 |
[cell families (layout without fill, tap and decap cells)]
family / Yosys count / count (layout) / synth area share
flops: 74 / 74 / 0.672
mux: 19 / 19 / 0.0658
compound gates: 36 / 36 / 0.0871
simple gates: 42 / 42 / 0.0712
buf+inv: 24 / 56 / 0.0341
xor+xnor: 2 / 2 / 0.00542
fa+ha+maj: 16 / 16 / 0.0643
[worst max-delay path, stage by stage, from the launching register on]
cell and delay, ns:
dfrtp_1 0.57, inv_1 0.09, ha_1 0.33, or4_1 0.55, or2_0 0.45, a31oi_1 0.31, clkdlybuf4s50_1 0.50
[metal layers]
| metal | GRT usage | routed length [µm] | vias to the layer above |
|---|---|---|---|
| li1 | - | - | 876 |
| met1 | 0.161 | 2600 | 865 |
| met2 | 0.190 | 3030 | 64 |
| met3 | 0.0612 | 528 | 6 |
| met4 | 0.0149 | 63 | 0 |
| met5 | 0 | 0 | - |
[power by group through the flow]
stage         Sequential, mW  Combinational (mW)  Clock, mW
global route           0.937               0.960      0.550
finish                 0.921               0.854      0.509
CTS                    0.922               0.874      0.522
[cell usage after synthesis, types with 2 or more instances]
| master | number |
|---|---|
| edfxtp_1 | 64 |
| ha_1 | 15 |
| mux2_2 | 15 |
| inv_1 | 12 |
| nand2_1 | 12 |
| dfrtp_1 | 10 |
| a221oi_1 | 8 |
| a31oi_1 | 8 |
| nor3_1 | 8 |
| and3_1 | 7 |
| a22o_1 | 5 |
| clkbuf_1 | 5 |
| buf_2 | 4 |
| and2_1 | 3 |
| mux2_1 | 3 |
| nor3b_1 | 3 |
| o21ai_0 | 3 |
| a21oi_1 | 2 |
| a22o_2 | 2 |
| a22oi_1 | 2 |
| buf_6 | 2 |
| nand3_1 | 2 |
| or4b_1 | 2 |
[placed cells by master (no fill, tap or decap), types with 3 or more instances in the layout]
cell type and count:
inv_1 12, mux2_1 3, and2_1 3, a221oi_1 8, dfrtp_1 10, nor3b_1 3
a31oi_1 8, a22o_1 5, buf_4 3, ha_1 15, mux2_2 15, o21ai_0 3
nand2_1 12, clkbuf_8 9, nor3_1 8, and3_1 7, clkinvlp_4 3, edfxtp_1 64
clkdlybuf4s50_1 25
[cell type report]
class	count	area, µm²	area share
well taps	136	170	0.0447
inverters	12	45.0	0.0118
flip-flops and latches	74	2170	0.570
multi-input cells	115	950	0.249
clock inverters	7	75.1	0.0197
clock buffers	9	124	0.0325
repair buffers	28	273	0.0716
[how the worst max path moves through the flow]
| stage | start | end |
|---|---|---|
| final | rd_ptr[2] | data_out[2] |
| after CTS | rd_ptr[2] | data_out[2] |
| after global routing | rd_ptr[2] | data_out[7] |
Power figures rest on the tool's default switching activity, not on a simulated workload.
