<file path="constraint.sdc">
current_design counter

set clk_period 2.3
set clk_io_pct 0.2

create_clock -name clk0 -period $clk_period [get_ports {clk}]

set non_clock_inputs [all_inputs -no_clocks]
set_input_delay [expr $clk_period * $clk_io_pct] -clock clk0 $non_clock_inputs
set_output_delay [expr $clk_period * $clk_io_pct] -clock clk0 [all_outputs]
</file>
<file path="run.sh">
#!/bin/bash
# OpenROAD 26Q1-2900-gdf79404cd8, Yosys 0.63+post, stock flow scripts
make -C /OpenROAD-flow-scripts/flow DESIGN_CONFIG=/design/flow/config.mk WORK_HOME=/design/flow/orfs finish
</file>
<file path="config.mk">
export PLATFORM = sky130hd
export DESIGN_NAME = counter
export DESIGN_NICKNAME = counter
export VERILOG_FILES = /design/flow/design.v
export SDC_FILE = /design/flow/constraint.sdc
export NUM_CORES = 4
export LEC_CHECK = 1
export CORE_AREA = 10 10 70 70
export DIE_AREA = 0 0 80 80
</file>
<file path="design.v">
module counter (
    input  logic       clk,  
    input  logic       rst_n,     
    input  logic       enable,  
    output logic [7:0] count  
);
    always_ff @(posedge clk or negedge rst_n) begin  
        if (!rst_n)  
            count <= 8'b0;  
        else if (enable)  
            count <= count + 1;  
    end
endmodule
</file>
==> impl_metrics.env <==
# source this file to load flow results
export IMPL_outcome="finished clean"
export IMPL_worstPathArrival_ns=1.20
export IMPL_regMostFlops="count"
export IMPL_synthAoiAreaFrac_pct=0
export IMPL_drv_slew=0
export IMPL_slowest_delay_ns=0.51
export IMPL_coreArea_um2=3420
export IMPL_openroad_warnings=25
export IMPL_fin_util_pct=15.2
export IMPL_routedWlPerCell_um=8.61
export IMPL_fin_crit_sh_pct=72.2
export IMPL_cts_root_buf="clkbuf_4"
export IMPL_clk_latency_ns=0.25
export IMPL_hold_violations=0
export IMPL_via_per_inst=2.71
export IMPL_mostFrequentLayoutCells="10 x clkdlybuf4s50_1, 8 x dfrtp_1, 4 x xor2_1"
export IMPL_fp_utilization_pct=9.89
export IMPL_required_ns=1.84
export IMPL_clkPwrFrac_pct=17.6
export IMPL_topCombFamilyByArea="XOR/XNOR gates"
export IMPL_relSlewSlack_pct=77.2
export IMPL_antennaDiodeCount=0
export IMPL_path_clk_slew_ns=0.05
export IMPL_internal_power_mw=0.409
export IMPL_adder_share_pct=3.70
export IMPL_cts_tree="done"
export IMPL_finalSetupViolCount=0
export IMPL_antenna_found_initial=0
export IMPL_gp_congestion=0.758
export IMPL_ys_seq_share_pct=59.3
export IMPL_reg_top3="count x8"
export IMPL_simple_gate_share_pct=15.6
export IMPL_die_w_um=80
export IMPL_path_class="reg -> out"
export IMPL_mux_share_pct=3.33
export IMPL_path_max_fanout=5
export IMPL_postCtsSetupRepairBufs=0
export IMPL_power_frac_comb_pct=33.9
export IMPL_cp_top_family="buffers and inverters"
export IMPL_grt_setup_unrepaired="false"
export IMPL_area_growth_pct=53.3
export IMPL_cts_path_max_buffers=2
export IMPL_layout_top_cell="clkdlybuf4s50_1"
export IMPL_hold_buffers=0
export IMPL_slowest_stage="clkdlybuf4s50_1"
export IMPL_numCtsBuffers=3
export IMPL_firstDrtPassIters=3
export IMPL_htree_levels=1
export IMPL_drive_gt1_share_pct=15.4
export IMPL_maxCapViolCount=0
export IMPL_p_per_area_nw_per_um2=1130
export IMPL_grt_total_usage_pct=2.49
export IMPL_critical_path_startpoint_type="register"
export IMPL_xor_area_share_pct=18.1
export IMPL_chipArea_um2=6400
export IMPL_leakage_nw=0.213
export IMPL_ys_types=10
export IMPL_grt_pass1_wl_mm=1.23
export IMPL_yosysChipArea_um2=338
export IMPL_cts_resized=0
export IMPL_io_pins=11
export IMPL_routed_wl_um=732
export IMPL_largest_reg_flops=8
export IMPL_clock_skew_ns=0.00107
export IMPL_cts_num_sinks=8
export IMPL_period_needed_ns=1.66
export IMPL_die_h_um=80
export IMPL_crit_buf_inv=1
export IMPL_worst_pin_slew_ns=0.341
export IMPL_ant_nets=0
export IMPL_row_count=21
export IMPL_grt_max_degree=9
export IMPL_endpoint_kind="output pin"
export IMPL_grt_pass1_vias=237
export IMPL_ys_cells=26
export IMPL_hpwl_um=598
export IMPL_switching_power_mw=0.175
export IMPL_syn_area_um2=338
export IMPL_p_seq_share_pct=48.5
export IMPL_io_buffers=10
export IMPL_crit_chain="clkdlybuf4s50_1"
export IMPL_synth_avg_cell_area_um2=13.0
export IMPL_grt_overflow=0
export IMPL_num_vias=230
export IMPL_yosysWarnings=1
export IMPL_synth_seq_cells=8
export IMPL_drt_initial_drc_count=14
export IMPL_syn_inst=26
export IMPL_switching_share_pct=30.0
export IMPL_ir_worst_vdd_uv=320
export IMPL_max_freq_mhz=602
export IMPL_hp_class="reg -> reg"
export IMPL_drc=0
export IMPL_final_setup_tns_ns=0
==> Yosys cell counts <==
cell / instances / share of area, %
dfrtp_1: 8 / 59
xor2_1: 4 / 10
nand4_1: 3 / 5.6
xnor2_1: 3 / 7.8
nand2_1: 2 / 2.2
nor2_1: 2 / 2.2
ha_1: 1 / 3.7
mux2_2: 1 / 3.3
nand4_2: 1 / 3.7
nor2_2: 1 / 1.9
==> stage by stage <==
stage | setup WS (ns) | hold WS (ns) | power, mW | cell area (µm²) | std cells
final | 0.640 | 0.468 | 0.584 | 518 | 85
after global routing | 0.557 | 0.491 | 0.642 | 518 | 85
after CTS | 0.618 | 0.476 | 0.598 | 518 | 85
after detailed placement | 0.712 | 0.465 | 0.490 | 495 | 82
after global placement | 0.735 | 0.461 | 0.483 | 495 | 82
after floorplan | 1.24 | 0.164 | 0.336 | 338 | 26
==> final timing paths <==
kind                       cells after the start        to  slack, ns      from
max                                            1  count[0]       0.64  count[0]
min in group asynchronous                      1  count[3]       0.48     rst_n
min reg2reg                                    1  count[7]       0.47  count[7]
max reg2reg                                    2  count[1]       1.18  count[0]
max in group asynchronous                      1  count[6]       1.57     rst_n
min                                            1  count[7]       0.47  count[7]
==> routing by layer <==
layer  GRT usage, %  up-vias  part of all wire [%]
met5              0        -                     0
met4          0.352        0                     0
met3           2.61        0                    17
met2           2.73       11                    33
met1           3.23      100                    50
li1               -      119                     -
==> layout make-up <==
type / instances / area [µm²]
sequential: 8 / 200
timing repair buffer: 10 / 100
tap: 46 / 57.6
multi-input combinational: 18 / 138
fill: 389 / 2900
clock buffer: 3 / 22.5
==> power groups by stage <==
stage / Clock (mW) / Combinational, mW / Sequential [mW]
after CTS: 0.109 / 0.205 / 0.284
after global routing: 0.122 / 0.225 / 0.295
final: 0.103 / 0.198 / 0.283
==> kinds of logic after synthesis <==
| kind of cell | after synthesis |
|---|---|
| flops | 8 |
| fa+ha+maj | 1 |
| mux | 1 |
| xor+xnor | 7 |
| simple gates | 9 |
No activity file was given, so power comes from the tool's default toggle rates.
